--- flow/config.mk ---
export PLATFORM = sky130hd
export DESIGN_NAME = uart_tx_pump
export DESIGN_NICKNAME = uart_tx_pump
export VERILOG_FILES = /design/flow/design.v
export SDC_FILE = /design/flow/constraint.sdc
export NUM_CORES = 4
export LEC_CHECK = 1
export CORE_UTILIZATION = 40
--- flow/constraint.sdc ---
current_design uart_tx_pump

set clk_period 6.1
set clk_io_pct 0.2

create_clock -name clk0 -period $clk_period [get_ports {sys_clk}]

set non_clock_inputs [all_inputs -no_clocks]
set_input_delay [expr $clk_period * $clk_io_pct] -clock clk0 $non_clock_inputs
set_output_delay [expr $clk_period * $clk_io_pct] -clock clk0 [all_outputs]
--- flow/design.v ---
module uart_tx_pump
#( 
    parameter UART_BPS    = 'd115200,         
    parameter CLK_FREQ    = 'd50_000_000,     
    parameter DATA_WIDTH  = 120               
) 
( 
    input  wire            sys_clk,
    input  wire            sys_rst_n,
    input  wire [DATA_WIDTH-1:0] pi_data,     
    input  wire            pi_flag,
    output reg             tx,
    output reg             tx_done
);
localparam BAUD_CNT_MAX   = CLK_FREQ / UART_BPS;
localparam BYTE_COUNT     = (DATA_WIDTH + 7) / 8;     
localparam BYTE_CNT_WIDTH = $clog2(BYTE_COUNT);       
reg [12:0]        baud_cnt;
reg               bit_flag;
reg [3:0]         bit_cnt;
reg [BYTE_CNT_WIDTH-1:0] byte_cnt;
reg               work_en;
localparam EXT_WIDTH = BYTE_COUNT * 8;
wire [EXT_WIDTH-1:0] data_ext = {{(EXT_WIDTH-DATA_WIDTH){1'b0}}, pi_data};
always @(posedge sys_clk or negedge sys_rst_n) begin
    if (!sys_rst_n)
        work_en <= 1'b0;
    else if (pi_flag)
        work_en <= 1'b1;
    else if (bit_flag && (bit_cnt == 4'd9) && (byte_cnt == BYTE_COUNT-1))
        work_en <= 1'b0;
end
always @(posedge sys_clk or negedge sys_rst_n) begin
    if (!sys_rst_n)
        baud_cnt <= 0;
    else if (!work_en || (baud_cnt == BAUD_CNT_MAX-1))
        baud_cnt <= 0;
    else
        baud_cnt <= baud_cnt + 1;
end
always @(posedge sys_clk or negedge sys_rst_n) begin
    if (!sys_rst_n)
        bit_flag <= 0;
    else
        bit_flag <= (baud_cnt == 1);
end
always @(posedge sys_clk or negedge sys_rst_n) begin
    if (!sys_rst_n) begin
        bit_cnt  <= 0;
        byte_cnt <= 0;
    end else if (bit_flag) begin
        if (bit_cnt == 9) begin
            bit_cnt <= 0;
            byte_cnt <= (byte_cnt == BYTE_COUNT-1) ? 0 : byte_cnt + 1;
        end else begin
            bit_cnt <= bit_cnt + 1;
        end
    end
end
always @(posedge sys_clk or negedge sys_rst_n) begin
    if (!sys_rst_n) begin
        tx <= 1'b1;
    end else if (bit_flag) begin
        case (bit_cnt)
            0: tx <= 1'b0;   
            1: tx <= data_ext[byte_cnt*8 + 0];
            2: tx <= data_ext[byte_cnt*8 + 1];
            3: tx <= data_ext[byte_cnt*8 + 2];
            4: tx <= data_ext[byte_cnt*8 + 3];
            5: tx <= data_ext[byte_cnt*8 + 4];
            6: tx <= data_ext[byte_cnt*8 + 5];
            7: tx <= data_ext[byte_cnt*8 + 6];
            8: tx <= data_ext[byte_cnt*8 + 7];
            9: tx <= 1'b1;   
            default: tx <= 1'b1;
        endcase
    end
end
always @(posedge sys_clk or negedge sys_rst_n) begin
    if (!sys_rst_n)
        tx_done <= 0;
    else
        tx_done <= (bit_flag && (bit_cnt == 9) && (byte_cnt == BYTE_COUNT-1));
end
endmodule
--- flow/run.sh ---
#!/bin/bash
# OpenROAD 26Q1-2900-gdf79404cd8, Yosys 0.63+post, stock flow scripts
make -C /OpenROAD-flow-scripts/flow DESIGN_CONFIG=/design/flow/config.mk WORK_HOME=/design/flow/orfs finish
==> changes_impl.md <==
### Physical design

- 1st-iter DRT viols: 189
- Ys cells: 301
- Status: complete, no violations
- Yosys warning count: 1
- CP Cell Sequence: clkdlybuf4s50_1 -> mux2_2 -> a32oi_1 -> a21oi_1 -> o31a_1 -> or4_1 -> a221oi_1 -> nor3_1
- Final worst setup slack: 2983 ps
- Antenna-violating nets left: 0
- Port bufs: 124
- Worst EP arrival: 3310 ps
- Clock share of power: 0.273
- Synth Flop Type: dfrtp_1
- Die H: 79.48 µm
- GPL Wtd Cong: 0.8672
- Yosys Chip Area: 0.002401 mm²
- Initial Util: 0.4256
- F_max: 320.9 MHz
- Post-CTS setup buffers: 0
- Drt drc: 0
- Clk latency late pin: 270 ps
- Pwr/cell area: 96.71 mW/mm²
- WP buf/inv: 1
- Setup Viol. Count Final: 0
- Wire per inst: 17.35 µm
- Vias in the first global route: 2,462
- Resize count post-CTS: 0
- Max-slew headroom: 0.5333
- Core area: 0.005642 mm²
- CP peak stage delay: 480 ps
- ANT cells: 0
- Antenna violations before repair: 0
- GRT Util Overall: 0.2752
- Chip Width: 79.48 µm
- Crit path max-delay cell type: or4_1
- Max-slew violations: 0
- Via count: 2,719
- Synth Cell Area: 0.002401 mm²
- Max-Cap Viols: 0
- Drt pass-1 iters: 4
- CTS Buffer Depth: 2
- Clock slew at reported path FFs: 90 ps
- Register share after synthesis: 0.2611
- CP Max Fanout: 1
- CTS Root Cell: clkbuf_8
- Share of layout cells above drive strength 1: 0.06829
- Synth unique cells: 56
- Rows: 27
- Clk_skew: 5.133 ps
- Hold WS: 496.2 ps
- Chip area: 0.006316 mm²
- Reg2Reg Setup Slack: 3170 ps
- Largest net degree at the start of global routing: 48
- Post-route cell area: 0.003702 mm²
- CP required: 6300 ps
- Type of origin of the critical path: primary input
- Filler cells: 498
- CTS tree: done
- Final hold viol count: 0
- GR Overflow Total: 0
- Num CTS Buffers: 3
- Post-route setup TNS: 0 ps
- Critical Path End Type: flip-flop
- Pint: 0.2882 mW
- Leakage power total: 1.423 nW
- Final HPWL DP: 6.308 mm
- Net Sw Frac: 0.1950
- RSZ-0062 raised after global routing: false
- Registers, synthesis: 25
- Total wire length: 8.365 mm
- CTS Sinks: 25
- Worst Path Class, Setup: in2reg
- Hold crit path type: reg2reg
- Hold_buf cts: 0
- Tightest Pin Transition: 697.5 ps
- Placed cell areas: 0.003656 mm²
- DR vias/cell: 5.641
- Syn_area_per_cell: 7.977 µm²
- Placement Setup Slack: 2688 ps
- Count of tool warnings: 27
- Post-layout minimum cycle time: 3117 ps
- Post-Syn Instances: 301
- Asr flop ratio synth: 1.000
- Htree depth: 1
- Post-synth EDFFs: 0
- P_sw: 0.06981 mW
- Area Overhead vs Synth: 54.19%
- Delay-heaviest family, CP: AND-OR/OR-AND gates
- IO Pins: 125
- Flop pwr share: 0.462
- First-pass GRT wire length: 12.99 mm
- Ratio of final minimum period to clock period: 0.5109
- Comb pwr share: 0.265
- VDD IR max: 0.0001281 V
==> metal layers <==
layer | up-vias | wire [µm] | GRT usage | share of wire
li1 | 1335 | - | - | -
met1 | 1237 | 3590 | 0.4191 | 0.43
met2 | 141 | 3838 | 0.4350 | 0.46
met3 | 6 | 860 | 0.04756 | 0.10
met4 | 0 | 76 | 0.02364 | 0.0091
met5 | - | 0 | 0 | 0
==> through the flow <==
| step | util | cells | power [mW] |
|---|---|---|---|
| floorplan | - | 301 | 0.1811 |
| global placement | 0.6480 | 478 | 0.2634 |
| detailed placement | 0.6480 | 478 | 0.2638 |
| CTS | 0.6562 | 482 | 0.3591 |
| global route | 0.6562 | 482 | 0.3703 |
| finish | 0.6562 | 482 | 0.3581 |
==> path summary, 6_finish.rpt <==
kind / start / end / cells after the start
worst max-delay path: pi_data[60] / tx / 8
worst max register to register: bit_cnt[3] / tx / 7
max in group asynchronous: sys_rst_n / tx / 2
worst min register to register: baud_cnt[0] / baud_cnt[0] / 1
min in group asynchronous: sys_rst_n / baud_cnt[9] / 2
worst min-delay path: baud_cnt[0] / baud_cnt[0] / 1
==> power by group through the flow <==
| stage | registers, mW | logic (mW) | clock network, mW |
|---|---|---|---|
| finish | 0.166 | 0.0948 | 0.0977 |
| global route | 0.166 | 0.102 | 0.103 |
| CTS | 0.166 | 0.0954 | 0.0981 |
==> Yosys cell counts, drive strengths merged (2+ instances only) <==
master	instances	share of area
a32oi	4	0.015
ha	2	0.010
o22a	2	0.0073
inv	9	0.014
buf	15	0.035
dfrtp	24	0.25
o21bai	2	0.0063
a21oi	15	0.031
xor2	7	0.026
nand4	6	0.016
nor4bb	2	0.0083
o31a	2	0.0073
a31oi	4	0.010
and3	3	0.0078
o211ai	2	0.0063
or4	2	0.0063
clkbuf	10	0.016
nor2b	8	0.021
o21a	2	0.0063
nor3b	2	0.0063
o21ai	18	0.038
nand3	14	0.029
a211oi	2	0.0063
o22ai	7	0.018
nand2	25	0.039
a21o	3	0.0094
a22oi	3	0.0094
nor4	2	0.0052
nor2	37	0.058
and2	2	0.0052
nand3b	2	0.0063
mux2i	7	0.029
o221ai	6	0.022
mux4	5	0.047
nor3	5	0.010
xnor2	6	0.022
a41oi	2	0.0073
mux2	9	0.042
nand2b	5	0.013
a22o	4	0.015
==> registers in the layout, indices dropped and copies added, names as in the netlist <==
signal	cells
baud_cnt	13
bit_cnt	4
bit_flag	1
byte_cnt	4
tx	1
tx_done	1
work_en	1
==> layout by cell type (no fill, tap or decap), types with 3 or more instances in the layout <==
| cell | count |
|---|---|
| mux2i_1 | 7 |
| a32oi_1 | 4 |
| clkdlybuf4s50_1 | 124 |
| dfrtp_1 | 23 |
| o21ai_0 | 18 |
| xor2_1 | 7 |
| clkbuf_8 | 3 |
| a21o_1 | 3 |
| nor3_1 | 5 |
| xnor2_1 | 6 |
| a31oi_1 | 4 |
| a22oi_1 | 3 |
| a21oi_1 | 15 |
| a22o_1 | 4 |
| nand3_1 | 14 |
| o221ai_1 | 6 |
| nor2_1 | 37 |
| nand2b_1 | 5 |
| and3_1 | 3 |
| nor2b_1 | 8 |
| buf_4 | 6 |
| o22ai_1 | 7 |
| inv_1 | 9 |
| nand4_1 | 6 |
| mux4_2 | 5 |
| nand2_1 | 25 |
| mux2_2 | 9 |
==> cell families (layout without fill, tap and decap cells) <==
family                   count (synthesis)  in the layout  share of synthesized area
AND-OR/OR-AND                           86             86                     0.2465
multiplexers                            21             21                     0.1183
buffers and inverters                   34            143                    0.06514
flip-flops                              25             25                     0.2611
XOR/XNOR                                13             13                    0.04742
adder cells (fa/ha/maj)                  2              2                    0.01042
AND/OR/NAND/NOR                        120            120                     0.2512
==> layout make-up <==
cell class,instances,area (µm²),share of cell area
inverter,9,33.78,0.009125
timing repair buffer,130,1286,0.3474
clock inverter,1,5.005,0.001352
tap,72,90.09,0.02433
sequential,25,628.1,0.1697
clock buffer,3,41.29,0.01115
multi-input combinational,242,1618,0.4370
Power and IR drop assume default switching activity.
