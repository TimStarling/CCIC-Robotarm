==> flow/design.v <==
module  UART_RX 
#( 
    parameter   UART_BPS    =   'd115200,          
    parameter   CLK_FREQ    =   'd50_000_000     
) 
( 
    input   wire            sys_clk     ,    
    input   wire            sys_rst_n   ,    
    input   wire            rx          ,    
    output  reg     [7:0]   po_data     ,    
    output  reg             po_flag          
); 
localparam  BAUD_CNT_MAX    =   CLK_FREQ/UART_BPS   ; 
reg         rx_reg1     ; 
reg         rx_reg2     ; 
reg         rx_reg3     ; 
reg         start_nedge ; 
reg         work_en     ; 
reg [12:0]  baud_cnt    ; 
reg         bit_flag    ; 
reg [3:0]   bit_cnt     ; 
reg [7:0]   rx_data     ; 
reg         rx_flag     ; 
always@(posedge sys_clk or negedge sys_rst_n) 
    if(sys_rst_n == 1'b0) 
        rx_reg1 <= 1'b1; 
    else 
        rx_reg1 <= rx; 
always@(posedge sys_clk or negedge sys_rst_n) 
    if(sys_rst_n == 1'b0) 
        rx_reg2 <= 1'b1; 
    else 
        rx_reg2 <= rx_reg1; 
always@(posedge sys_clk or negedge sys_rst_n) 
    if(sys_rst_n == 1'b0) 
        rx_reg3 <= 1'b1; 
    else 
        rx_reg3 <= rx_reg2; 
always@(posedge sys_clk or negedge sys_rst_n) 
    if(sys_rst_n == 1'b0) 
        start_nedge <= 1'b0; 
    else    if((~rx_reg2) && (rx_reg3)) 
        start_nedge <= 1'b1; 
    else 
        start_nedge <= 1'b0; 
always@(posedge sys_clk or negedge sys_rst_n) 
    if(sys_rst_n == 1'b0) 
        work_en <= 1'b0; 
    else    if(start_nedge == 1'b1) 
        work_en <= 1'b1; 
    else    if((bit_cnt == 4'd8) && (bit_flag == 1'b1)) 
        work_en <= 1'b0; 
always@(posedge sys_clk or negedge sys_rst_n) 
    if(sys_rst_n == 1'b0) 
        baud_cnt <= 13'b0; 
    else    if((baud_cnt == BAUD_CNT_MAX - 1) || (work_en == 1'b0)) 
        baud_cnt <= 13'b0; 
    else    if(work_en == 1'b1) 
        baud_cnt <= baud_cnt + 1'b1; 
always@(posedge sys_clk or negedge sys_rst_n) 
    if(sys_rst_n == 1'b0) 
        bit_flag <= 1'b0; 
    else    if(baud_cnt == BAUD_CNT_MAX/2 - 1) 
        bit_flag <= 1'b1; 
    else 
        bit_flag <= 1'b0; 
always@(posedge sys_clk or negedge sys_rst_n) 
     if(sys_rst_n == 1'b0) 
         bit_cnt <= 4'b0; 
     else    if((bit_cnt == 4'd8) && (bit_flag == 1'b1)) 
         bit_cnt <= 4'b0; 
      else    if(bit_flag ==1'b1) 
          bit_cnt <= bit_cnt + 1'b1; 
  always@(posedge sys_clk or negedge sys_rst_n) 
      if(sys_rst_n == 1'b0) 
          rx_data <= 8'b0; 
      else    if((bit_cnt >= 4'd1)&&(bit_cnt <= 4'd8)&&(bit_flag == 1'b1)) 
          rx_data <= {rx_reg3, rx_data[7:1]}; 
  always@(posedge sys_clk or negedge sys_rst_n) 
      if(sys_rst_n == 1'b0) 
          rx_flag <= 1'b0; 
      else if((bit_cnt == 4'd8) && (bit_flag == 1'b1))                                    
          rx_flag <= 1'b1; 
      else 
          rx_flag <= 1'b0; 
  always@(posedge sys_clk or negedge sys_rst_n) 
      if(sys_rst_n == 1'b0) 
          po_data <= 8'b0; 
      else    if(rx_flag == 1'b1) 
          po_data <= rx_data; 
  always@(posedge sys_clk or negedge sys_rst_n) 
      if(sys_rst_n == 1'b0) 
          po_flag <= 1'b0; 
      else 
          po_flag <= rx_flag; 
  endmodule
module uart_camera(
	input 				Clk,
	input 				rst_n,
	input 				Uart_rx,
	output  reg [11:0] angle_adjust,
	output  reg [8:0] X_data,
	output  reg [7:0] Y_data,
	output  reg [3:0] warehouse_nob,
	output  reg [3:0] color,
	output  reg       valid
);
	reg  [1:0]   		Rx_Done_r;
	wire [7:0] data_packet;
	reg [7:0] x_data_low;
	reg [7:0] x_data_high;
	reg [7:0] angle_adjust_low;
	reg [7:0] angle_adjust_high;
	reg [11:0] angle_adjust_reg;
	reg [8:0] X_data_reg;
	reg [7:0] Y_data_reg;
	reg [3:0] warehouse_nob_reg;
	reg [3:0] color_reg;
	wire           Rx_Done;
	reg  [5:0] state;
	wire	posedge_Done;
always@(posedge Clk or negedge rst_n)begin
	if(!rst_n)
		Rx_Done_r<=0;
	else begin
		Rx_Done_r[0]<=Rx_Done;
		Rx_Done_r[1]<=Rx_Done_r[0];
	end
end
assign posedge_Done=(Rx_Done_r==2'b01)?1:0;	
always@(posedge Clk or negedge rst_n)begin
	if(!rst_n)begin
		state<=0;
		x_data_low<=0;
		x_data_high<=0;
		angle_adjust_low<=0;
		angle_adjust_high<=0;
		valid<=0;
		angle_adjust_reg <= 0;
		X_data_reg <= 0;
		Y_data_reg <= 0;
		warehouse_nob <= 0;
		color_reg <= 0;
		angle_adjust <= 0;
		X_data <= 0;
		Y_data <= 0;
		warehouse_nob_reg <= 0;
		color <= 0;
	end
	else begin
	case(state)
		0 : begin		
					valid<=0;
					if(posedge_Done&&data_packet==8'hFF)begin 
							state<=state + 1;
					end
					 else begin
							state<=state;
							end
					 end
		1: begin
					if(posedge_Done)begin 
							x_data_high<=data_packet;
							state<=state + 1;
					end
					 else begin
							state<=state;								
							end
					end
		2: begin
					if(posedge_Done)begin 
							x_data_low<=data_packet[7:0];
							state<=state + 1;
					end
					 else begin
							state<=state;								
							end
					end
		3: begin
					if(posedge_Done)begin 
							X_data_reg<={x_data_high[0],x_data_low};  
							Y_data_reg<=data_packet[7:0];
							state<=state + 1;
					end
					 else begin
							state<=state;								
							end
					end
		4: begin
					 if(posedge_Done)begin 
							warehouse_nob_reg<=data_packet[3:0];
							state<=state + 1;
					end
					 else begin
							state<=state;								
							end
					end
		5: begin
					 if(posedge_Done)begin 
							angle_adjust_high<=data_packet[7:0];
							state<=state + 1;
					end
					 else begin
							state<=state;								
							end
					end
		6: begin
					 if(posedge_Done)begin 
							angle_adjust_low<=data_packet[7:0];
							state<=state + 1;
					end
					 else begin
							state<=state;								
							end
					end
		7: begin
		         if(posedge_Done)begin 
						if(data_packet==8'hF1)begin
							angle_adjust_reg<={angle_adjust_high,angle_adjust_low};
							state<=state + 1;
							end
						else begin
							state<=0;  
							end
					end
					 else begin
							state<=state;								
							end
					 end
		8: begin
			angle_adjust_reg <= angle_adjust_reg * 11;  
			state<=state + 1;
		end
		9: begin
					angle_adjust <= angle_adjust_reg;
					X_data <= X_data_reg;
					Y_data <= Y_data_reg;
					warehouse_nob <= warehouse_nob_reg;
					color <= color_reg;
					valid <= 1;  
					state <= 0;  
		end
		default : state<=0;
		endcase
	end
end
 UART_RX UART_RX_inst(
  				.sys_clk(Clk),
  				.sys_rst_n(rst_n),
  				.rx(Uart_rx),
 	.po_data(data_packet),
  		.po_flag(Rx_Done)  
);
endmodule
==> flow/run.sh <==
#!/bin/bash
# OpenROAD 26Q1-2900-gdf79404cd8, Yosys 0.63+post, stock flow scripts
make -C /OpenROAD-flow-scripts/flow DESIGN_CONFIG=/design/flow/config.mk WORK_HOME=/design/flow/orfs finish
==> flow/config.mk <==
export PLATFORM = sky130hd
export DESIGN_NAME = uart_camera
export DESIGN_NICKNAME = uart_camera
export VERILOG_FILES = /design/flow/design.v
export SDC_FILE = /design/flow/constraint.sdc
export NUM_CORES = 4
export LEC_CHECK = 1
export CORE_UTILIZATION = 30
==> flow/constraint.sdc <==
current_design uart_camera

set clk_period 4.3
set clk_io_pct 0.2

create_clock -name clk0 -period $clk_period [get_ports {Clk}]

set non_clock_inputs [all_inputs -no_clocks]
set_input_delay [expr $clk_period * $clk_io_pct] -clock clk0 $non_clock_inputs
set_output_delay [expr $clk_period * $clk_io_pct] -clock clk0 [all_outputs]
==> job_summary.md <==
### Flow metrics

| Metric | Value |
|---|---|
| Status | completed |
| Final Hold Vio Count | 0 |
| Slew HR | 49.4% |
| Final worst slack | 1.30 ns |
| Hold Buf Count CTS | 0 |
| Ys cells | 518 |
| Area reported by Yosys stat | 6390 um2 |
| Tool Warnings | 32 |
| DP Cell Count | 820 |
| DR vias | 3885 |
| CP max FO | 5 |
| Max cap viols | 0 |
| Register area | 3430 um2 |
| P_leak | 3.73 nW |
| #FFs+latches synth | 137 |
| Fin. max-slew vios | 0 |
| Post-CTS Setup Inserts | 0 |
| Logic area | 2700 um2 |
| Reg2reg setup slack | 1.30 ns |
| Combinational share of power | 4.3% |
| # DRC | 0 |
| Latency at later pin | 0.41 ns |
| DRT iter0 DRCs | 124 |
| Skew final | 0.00847 ns |
| R2R cell count | 11 |
| Routed WL | 11700 um |
| Worst path arrival time | 3.29 ns |
| Hold Path Class | reg -> reg |
| Die height | 148 um |
| Vias in the first global route | 4084 |
| Init Core Util | 30.5% |
| Final Wtd Congestion | 0.844 |
| TritonCTS clock tree | built |
| Element type at the critical path end | flop |
| Critical path class | reg -> reg |
| Internal cell power | 2.36 mW |
| DP Worst Slack | 1.33 ns |
| RSZ-0062 raised after global routing | no |
| Slew @ Worst Pin | 0.757 ns |
| Hpwl dp | 7910 um |
| Syn Inst Count | 518 |
| Ranking of synthesized cells by area | dfrtp_1 (53%), mux2_2 (15%), ha_1 (5.9%) |
| Ys flop type | dfrtp_1 |
| Detail Route Antenna Nets | 0 |
| Initial antenna violation count | 0 |
| Synth Warn # | 2 |
| Synth top cells by count | dfrtp_1 (134), mux2_2 (86), inv_1 (44) |
| Clk slew on worst S/H paths | 0.06 ns |
| Average cell area after synthesis | 12.3 um2 |
| Vias per cell | 4.56 |
| Max clock buf depth | 2 |
| Sw frac | 22.2% |
| Share of post-route cells with drive strength above 1 | 22.9% |
| Cell taking the most area after synthesis | dfrtp_1 |
| Seq share, synth | 53.7% |
| Largest type area fraction | 52.5% |
| Core ar. | 21000 um2 |
| Final setup violation count | 0 |
| Die W | 148 um |
| CTS root buffer | clkbuf_16 |
| Most common cell in the netlist | dfrtp_1 |
| GRT Overall Usage | 11.9% |
| Largest net degree at the start of global routing | 83 |
| Layout Cells excl Fill | 852 |
| GRT overflow | 0 |
| Final worst path period share | 69.7% |
| First-pass DRT Iterations | 4 |
| Synth Cell Area | 6390 um2 |
| TritonCTS buffer count | 17 |
| Num rows | 53 |
| Fillers | 2019 |
| Setup tns final | 0 ns |
| Sequential power share | 45.1% |
| Unique cell types | 52 |
| Ys async rst share | 100% |
| Number of port buffers | 36 |
| # IOs | 41 |
| Peak VDD IR | 254 uV |
| Tmin final | 3.00 ns |
| Max FFs per register | 24 |
| Area of placed instances | 7030 um2 |
| Routed length per instance | 13.8 um |
| Max Clock Freq | 0.334 GHz |
| First-pass GRT wire length | 20300 um |
| Hold depth | 0 |
| Area growth from synthesis to layout | 19.9% |
| DIE AREA | 21900 um2 |
| Ant. Diodes | 0 |
| Worst Path Required | 4.59 ns |
| Post-synth EDFFs | 0 |
| Clock power frac | 50.5% |
| CTS H-tree lvls | 4 |
| Finished Cell Area | 7660 um2 |
| Pwr Total | 3.03 mW |
| CTS resizes | 0 |
| Psw | 673 uW |
| Pwr dens | 396 nW/um2 |
| Critical Path Start Type | flop |
| Clock tree sinks | 137 |
-- path summary, 6_finish.rpt --
kind / end / from
setup / recovery: angle_adjust_reg[9] / angle_adjust_reg[3]
hold / removal: Rx_Done_r[0] / UART_RX_inst.po_flag
setup reg to reg: angle_adjust_reg[9] / angle_adjust_reg[3]
hold reg to reg: Rx_Done_r[0] / UART_RX_inst.po_flag
max in group asynchronous: state[5] / rst_n
min in group asynchronous: angle_adjust[2] / rst_n
-- metal layers --
metal	vias to the layer above	part of all wire, %	track usage (%)	wire (um)
met5	-	0	0	0
met4	0	0.91	1.86	107
met3	9	4.5	2.68	530
met2	85	48	19.2	5580
met1	1919	47	17.0	5520
li1	1872	-	-	-
-- worst max-delay path, cell delays in order, from the launching register on --
cell and delay (ns):
dfrtp_1 0.43, ha_1 0.30, inv_1 0.05, fa_1 0.50, inv_1 0.04, ha_1 0.35
a21oi_1 0.17, nand2_1 0.07, a41oi_1 0.31, o21ai_0 0.19, xor2_1 0.17, a221o_1 0.30
-- power groups by stage --
stage | combinational, mW | clock, mW | sequential, mW
after CTS | 0.135 | 1.58 | 1.37
after global routing | 0.153 | 1.63 | 1.37
final | 0.132 | 1.53 | 1.37
-- placed cells by master, fill, tap and decap left out, drive strengths merged, types with 3 or more instances in the layout --
cell / Yosys / layout
ha: 30 / 30
nor3: 4 / 4
conb: 1 / 6
a21o: 4 / 4
nand3: 18 / 18
nand4: 4 / 4
inv: 44 / 48
clkbuf: 4 / 19
bufinv: 0 / 4
mux2i: 6 / 6
xnor2: 13 / 13
nor2: 27 / 27
o21ai: 26 / 26
nor2b: 5 / 5
buf: 14 / 5
clkdlybuf4s50: 0 / 35
clkinv: 0 / 4
and3: 6 / 6
xor2: 11 / 11
a211oi: 3 / 3
a21oi: 12 / 12
dfstp: 3 / 3
fa: 8 / 8
dfrtp: 134 / 134
nand2: 29 / 29
mux2: 86 / 86
a41oi: 3 / 3
-- kinds of logic (layout without fill, tap and decap cells) --
family / Yosys count / count (layout) / synth area share, %
adder cells (fa/ha/maj): 38 / 38 / 8.39
AND-OR/OR-AND: 59 / 59 / 5.78
flip-flops: 137 / 137 / 53.7
other: 1 / 6 / 0.0587
AND/OR/NAND/NOR: 105 / 105 / 8.31
buffers and inverters: 62 / 116 / 4.33
XOR/XNOR: 24 / 24 / 3.29
multiplexers: 92 / 92 / 16.1
-- per-stage QoR --
stage          utilization, %  hold WS (ns)
2_1_floorplan               -         0.331
3_3_place_gp             33.6         0.335
3_5_place_dp             33.6         0.336
4_1_cts                  36.5         0.353
5_1_grt                  36.5         0.358
6_report                 36.5         0.350
-- layout make-up --
| cell class | instances | share of cell area, % |
|---|---|---|
| well taps | 275 | 4.49 |
| repair buffers | 40 | 5.11 |
| clock buffers | 19 | 5.65 |
| multi-input cells | 324 | 35.3 |
| clock inverters | 13 | 2.48 |
| flip-flops and latches | 137 | 44.8 |
| inverters | 44 | 2.16 |
No activity file was given, so power comes from the tool's default toggle rates.
