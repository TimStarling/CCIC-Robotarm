==> config.mk <==
export PLATFORM = sky130hd
export DESIGN_NAME = all_instruction
export DESIGN_NICKNAME = all_instruction
export VERILOG_FILES = /design/flow/design.v
export SDC_FILE = /design/flow/constraint.sdc
export NUM_CORES = 4
export LEC_CHECK = 1
export CORE_UTILIZATION = 50
==> design.v <==
module all_instruction (
    input 					sys_clk		 ,
	input 					sys_rst_n	 ,
    input    [15:0]     location1,
    input    [15:0]     location2,
    input    [15:0]     location3,
    input    [15:0]     location4,
    input    [15:0]     location5,
    input               Uart_en,
    output              tx,
    output       reg    Send_finish
);
reg                Uart_en_1;
reg                Uart_en_2;
reg                Delay_en_r;
reg      [15:0]    div_cnt;   
reg      [13:0]    Delay_ms;  
reg                Delay_en;
wire               finish;
reg      [3:0]     step;
reg                Send_en;
reg      [7:0]     ID;
reg      [15:0]    location;
always@(posedge sys_clk or negedge sys_rst_n)begin
    if(!sys_rst_n)begin
        Uart_en_1<=0;
        Uart_en_2<=0;
        Delay_en_r<=0;
    end
    else begin
        Uart_en_1<=Uart_en;
        Uart_en_2<=Uart_en_1;
        Delay_en_r<=Delay_en;
        end
end
always@(posedge sys_clk or negedge sys_rst_n)begin
    if(!sys_rst_n)begin
        div_cnt<=0;   
    end
    else if(div_cnt==4_999)begin
        div_cnt<=0;
    end
    else if(Delay_en)begin
        div_cnt<=div_cnt+1;
    end
    else if ({Delay_en_r,Delay_en}==2'b10)begin
        div_cnt<=0;
    end
    else
        div_cnt<=div_cnt;
end
always@(posedge sys_clk or negedge sys_rst_n)begin
    if(!sys_rst_n)begin
        Delay_ms<=0;
    end
    else if (div_cnt==4_999)begin
        Delay_ms<=Delay_ms+1;
    end
    else if ({Delay_en_r,Delay_en}==2'b10)begin
        Delay_ms<=0;
    end          
    else
        Delay_ms<=Delay_ms;
end
always@(posedge sys_clk or negedge sys_rst_n)begin
    if(!sys_rst_n)begin
        step<=0;
        ID<=0;
        location<=0;
        Send_en<=0;
        Delay_en<=0;
    end
    else begin
        case(step)
            0:begin
                 Send_finish<=0;
                 if({Uart_en_2,Uart_en_1}==2'b10)begin
                    step<=step+1;
                 end
            end
            1:begin
                            ID<=8'H05;
                          location<=location5;
                           Send_en<=1;
                           step<=step+1;
                    end
            2:begin
                            Send_en<=0;
                if(finish)begin
                    Delay_en<=1;
                    ID<=8'H04;
                    location<=location4;
                      end
                if(Delay_ms>500)begin
                    Send_en<=1;
                    Delay_en<=0;
                    step<=step+1; 
                end
                else
                    step<=step;                                             
                    end
            3:begin
                    step<=step+1;   
                    end
            4:begin
                            Send_en<=0;
                if(finish)begin
                    Delay_en<=1;						  
                    ID<=8'H03;
                    location<=location3;
                      end	
                if(Delay_ms>500)begin
                        Send_en<=1;
                       Delay_en<=0;
                       step<=step+1; 
                    end
                    else
                        step<=step;                                               
                    end
            5:begin
                    step<=step+1;   
                    end
            6:begin
                            Send_en<=0;
                if(finish)begin
                            Delay_en<=1;
                    ID<=8'H02;
                    location<=location2;
                        end
                 if(Delay_ms>500)begin
                        Send_en<=1;
                       Delay_en<=0;
                       step<=step+1; 
                    end
                    else
                        step<=step;                                               
            end
            7:begin
                    step<=step+1;   
                    end
            8:begin
                Send_en<=0;
                if(finish)begin
                    Delay_en<=1;
                    ID<=8'H01;
                    location<=location1;
                end
                if(Delay_ms>500)begin
                        Send_en<=1;
                       Delay_en<=0;
                       step<=step+1; 
                    end
                    else
                        step<=step;                                               
            end						  
            9:begin
                Send_en<=0;
                if(finish)begin
                    Send_finish<=1;                       
                    step<=0;                                             
                end
            end
        endcase 
    end
end
single_instruction single_instruction_inst(
    .sys_clk(sys_clk),
    .sys_rst_n(sys_rst_n),
    .n2c_en(Send_en),
    .ID(ID),
    .location(location),
    .finish(finish),
    .tx(tx)
);
endmodule
module single_instruction(
    input                   sys_clk,
    input                   sys_rst_n,
    input             n2c_en,
    input  [7:0]      ID,
    input  [15:0]     location,
    output  wire          finish,
    output  wire          tx
);
reg [112-1:0] c_out = 'h0;
wire              Tx_Done;
wire              uart_state;
reg               Send_en_r;
wire              Send_en_p;
reg  [7:0]        sum;
reg  [7:0]        Calibration = 'h0;
always@(posedge sys_clk or negedge sys_rst_n)begin
    if(!sys_rst_n)begin
        Send_en_r <= 0;
    end
    else
        Send_en_r <= n2c_en;
end
assign Send_en_p = {Send_en_r, n2c_en} == 2'b10 ? 1 : 0;
reg time_finshed = 0;
reg  outfinish = 0;
always @(posedge sys_clk or negedge sys_rst_n) begin
    if(!sys_rst_n) begin
        time_finshed <= 0;
    end
    else if(Send_en_p && !outfinish) begin
        sum <= ID + 8'h0A + 8'h03 + 8'h29 + 8'h1E + location[15:8] + location[7:0] + 8'hDC + 8'h05; 
        time_finshed <= 1;
    end else begin
        time_finshed <= 0;
    end
end
reg [3:0] outstep = 'd0; 
always @(posedge sys_clk or negedge sys_rst_n) begin
    if (!sys_rst_n) begin
        c_out <= 'h0;
        outfinish <= 'b0;
    end else begin
        case (outstep)
            'd0: begin
                outfinish <= 1'b0;
                Calibration <= ~sum;
                if(finish)c_out <= 'h0;
                if(time_finshed)begin
                    outstep <= outstep + 1;
                end
            end
            'd1: begin
                outstep <= outstep + 1;
            end
            'd2: begin
                c_out <= {
                    Calibration,  
                    8'h05,        
                    8'hDC,
                    8'h00,        
                    8'h00,        
                    location[15:8],    
                    location[7:0],   
                    8'h1E,       
                    8'h29,        
                    8'h03,        
                    8'h0A,        
                    ID,           
                    8'hFF,        
                    8'hFF         
                };
                if(c_out)outstep <= outstep + 1;
                else outstep <= outstep;
            end
            'd3: begin
                outfinish <= 1'b1;
                outstep <= 'd0;
            end
        endcase
    end
end
uart_Robot_tx u_uart_Robot_tx 
( 
    .sys_clk    (sys_clk    ),   
    .sys_rst_n  (sys_rst_n  ),   
    .pi_data    (c_out    ),   
    .pi_flag    (outfinish    ),   
    .tx         (tx         ),    
    .tx_done    (finish)             
); 
endmodule
module uart_Robot_tx 
#( 
    parameter UART_BPS    = 'd115200,         
    parameter CLK_FREQ    = 'd50_000_000,     
    parameter DATA_WIDTH  = 112               
) 
( 
    input  wire            sys_clk,
    input  wire            sys_rst_n,
    input  wire [DATA_WIDTH-1:0] pi_data,     
    input  wire            pi_flag,
    output reg             tx,
    output reg             tx_done
);
localparam BAUD_CNT_MAX   = CLK_FREQ / UART_BPS;
localparam BYTE_COUNT     = (DATA_WIDTH + 7) / 8;     
localparam BYTE_CNT_WIDTH = $clog2(BYTE_COUNT);       
reg [12:0]        baud_cnt;
reg               bit_flag;
reg [3:0]         bit_cnt;
reg [BYTE_CNT_WIDTH-1:0] byte_cnt;
reg               work_en;
localparam EXT_WIDTH = BYTE_COUNT * 8;
wire [EXT_WIDTH-1:0] data_ext = {{(EXT_WIDTH-DATA_WIDTH){1'b0}}, pi_data};
always @(posedge sys_clk or negedge sys_rst_n) begin
    if (!sys_rst_n)
        work_en <= 1'b0;
    else if (pi_flag)
        work_en <= 1'b1;
    else if (bit_flag && (bit_cnt == 4'd9) && (byte_cnt == BYTE_COUNT-1))
        work_en <= 1'b0;
end
always @(posedge sys_clk or negedge sys_rst_n) begin
    if (!sys_rst_n)
        baud_cnt <= 0;
    else if (!work_en || (baud_cnt == BAUD_CNT_MAX-1))
        baud_cnt <= 0;
    else
        baud_cnt <= baud_cnt + 1;
end
always @(posedge sys_clk or negedge sys_rst_n) begin
    if (!sys_rst_n)
        bit_flag <= 0;
    else
        bit_flag <= (baud_cnt == 1);
end
always @(posedge sys_clk or negedge sys_rst_n) begin
    if (!sys_rst_n) begin
        bit_cnt  <= 0;
        byte_cnt <= 0;
    end else if (bit_flag) begin
        if (bit_cnt == 9) begin
            bit_cnt <= 0;
            byte_cnt <= (byte_cnt == BYTE_COUNT-1) ? 0 : byte_cnt + 1;
        end else begin
            bit_cnt <= bit_cnt + 1;
        end
    end
end
always @(posedge sys_clk or negedge sys_rst_n) begin
    if (!sys_rst_n) begin
        tx <= 1'b1;
    end else if (bit_flag) begin
        case (bit_cnt)
            0: tx <= 1'b0;   
            1: tx <= data_ext[byte_cnt*8 + 0];
            2: tx <= data_ext[byte_cnt*8 + 1];
            3: tx <= data_ext[byte_cnt*8 + 2];
            4: tx <= data_ext[byte_cnt*8 + 3];
            5: tx <= data_ext[byte_cnt*8 + 4];
            6: tx <= data_ext[byte_cnt*8 + 5];
            7: tx <= data_ext[byte_cnt*8 + 6];
            8: tx <= data_ext[byte_cnt*8 + 7];
            9: tx <= 1'b1;   
            default: tx <= 1'b1;
        endcase
    end
end
always @(posedge sys_clk or negedge sys_rst_n) begin
    if (!sys_rst_n)
        tx_done <= 0;
    else
        tx_done <= (bit_flag && (bit_cnt == 9) && (byte_cnt == BYTE_COUNT-1));
end
endmodule
==> constraint.sdc <==
current_design all_instruction

set clk_period 5.2
set clk_io_pct 0.2

create_clock -name clk0 -period $clk_period [get_ports {sys_clk}]

set non_clock_inputs [all_inputs -no_clocks]
set_input_delay [expr $clk_period * $clk_io_pct] -clock clk0 $non_clock_inputs
set_output_delay [expr $clk_period * $clk_io_pct] -clock clk0 [all_outputs]
==> run.sh <==
#!/bin/bash
# OpenROAD 26Q1-2900-gdf79404cd8, Yosys 0.63+post, stock flow scripts
make -C /OpenROAD-flow-scripts/flow DESIGN_CONFIG=/design/flow/config.mk WORK_HOME=/design/flow/orfs finish
==> changes_impl.md <==
### Physical design

- Antenna-violating nets left: 0
- GRT Overall Usage: 0.232
- # Post-CTS Setup Buffers: 0
- Crit path kind: reg -> reg
- FMAX: between 300 and 400 MHz
- M3 GR Usage: 0.0455
- Static leakage: between 0.003 and 0.004 uW
- Ys async rst share: 0.844
- Root Driver: clkbuf_16
- CTS tree: done
- M1 GR Usage: 0.380
- Clock skew: 5.62 ps
- Layout cells sized above 1: 0.0908
- Iter 0 DRT Violations: around 450
- Mapped Area: 7480 sq um
- Yosys warnings: 3
- Rel. slew slack: 0.349
- Type of origin of the critical path: flip-flop
- Crit path max fanout: 3
- Setup TNS: 0 ps
- Synth flops: around 140
- RSZ-0062 raised after global routing: no
- Total grt overflow: 0
- Late-Pin Clk Latency: slightly above 400 ps
- Non-filler instance count after layout: around 1,000
- Hold_buf cts: 0
- Status: complete, no violations
- Register area: roughly 3500 sq um
- VDD IR max: about 0.00028 V
- Worst EP arrival: between 3000 and 4000 ps
- Placed insts: 989
- Cell Type Count: between 70 and 80
- I/O pin cnt: about 85
- Min Tclk post-route: ~2900 ps
- Antenna diode count: 0
- Global routing's busiest layer: met1
- CTS Sinks: approximately 140
- Die Y: 124 um
- Hold Crit Class: reg -> reg
- Cell count after synthesis: approximately 750
- CP max-delay cell: fa_1
- Fillers: roughly 1,100
- Drt pass-1 iters: 5
- Die Area: approximately 15,000 sq um
- Total number of vias: 5,892
- Cts bufs inserted: 17
- Routed len/inst: 16.1 um
- Commonest flop: dfrtp_1
- Setup violators final: 0
- Std cell rows: approximately 44
- Post_cts resized: 0
- Met2 Track Usage GR: 0.349
- Starting Density: 0.513
- Slew Limit Fails: 0
- Area Growth Syn to Fin: 21.4%
- Gate Area: 3580 sq um
- Max-cap viol count: 0
- Cells in synth_stat.txt: roughly 750
- GPL Wtd Cong: 0.861
- Vias in the first global route: roughly 5,600
- Worst Tran Pin Value: approximately 970 ps
- Pwr dens: around 480 nW/um^2
- Core area: ~15,000 sq um
- Period utilisation layout: 0.563
- CP cell instances: inv_1 > fa_1 > inv_1 > ha_1 > ha_1 > fa_1 > a21o_1 > a21oi_1 > o21bai_1 > a21oi_1 > xnor2_1
- Crit. End Element: flip-flop
- Max incr delay on CP: between 500 and 600 ps
- Yosys synthesis chip area: around 7500 sq um
- DP Wirelength: 11.8 mm
- Vias per cell: 5.77
- Syn_area_per_cell: ~10 sq um
- Post-synthesis sequential area ratio: 0.466
- Final Hold Viols: 0
- Die width: roughly 120 um
- First-pass GRT wire length: 28.2 mm
- Largest net degree at the start of global routing: about 60
- Tool Warnings: 31
- CTS H-tree lvls: 4
- Post-synth EDFFs: 21
- Worst endpoint required time: 5360 ps
- Final wirelength: about 16 mm
- Max clock buf depth: 2
- Initial antenna violation count: 0
- IO Port Bufs: 84
- Clk slew on worst S/H paths: ~50 ps
- Drc violations: 0
## registers in the layout, indices dropped and copies added, names as in the netlist, 8 cells and up
| register | count |
|---|---|
| single_instruction_inst.sum | 8 |
| div_cnt | 16 |
| location | 16 |
| single_instruction_inst.c_out | 28 |
| Delay_ms | 14 |
| single_instruction_inst.Calibration | 8 |
| single_instruction_inst.u_uart_Robot_tx.baud_cnt | 13 |
## kinds of logic (layout without fill, tap and decap cells)
kind of cell / Yosys count / in the layout / share of synthesized area
adder cells (fa/ha/maj): 31 / 31 / 0.0545
AND-OR/OR-AND: 215 / 215 / 0.199
multiplexers: 27 / 27 / 0.0418
AND/OR/NAND/NOR: 213 / 213 / 0.151
flip-flops: 135 / 135 / 0.466
XOR/XNOR: 28 / 28 / 0.0328
buffers and inverters: 101 / 188 / 0.0549
## critical path: cells and delay by family, from the launching register on
family | cells | cell delay, ps
AOI/OAI and AO/OA | 4 | 660
xor gates and xnor gates | 1 | 100
adders and majority gates | 4 | 1440
buffers and inverters | 2 | 110
DFF | 1 | 370
## final cells by class
type / instances / area share
timing repair buffer: 95 / 0.101
multi-input combinational: 514 / 0.395
clock buffer: 24 / 0.0541
inverter: 61 / 0.0252
sequential: 135 / 0.384
clock inverter: 8 / 0.0157
tap: 184 / 0.0253
## power breakdown
group	leakage, uW	internal (uW)	total [uW]	switching (uW)
Clock	0.000310	851	1280	424
Sequential	0.00171	1290	1530	242
Combinational	0.00186	765	1560	793
## stage by stage
stage,area [sq um],hold WS (ps),power (uW),util,setup slack [ps]
floorplan,7480,354,2710,-,2440
global placement,8450,360,3090,0.579,2350
CTS,9080,375,4410,0.623,2260
finish,9080,372,4360,0.623,2270
global route,9080,401,4680,0.623,2100
detailed placement,8450,362,3100,0.579,2300
## worst paths after layout
| path | slack (ps) | from | endpoint | cells past startpoint |
|---|---|---|---|---|
| worst max-delay path | 2270 | ID[1] | single_instruction_inst.sum[7] | 11 |
| worst min-delay path | 370 | Uart_en_1 | Uart_en_2 | 0 |
| worst max register to register | 2270 | ID[1] | single_instruction_inst.sum[7] | 11 |
| worst min register to register | 370 | Uart_en_1 | Uart_en_2 | 0 |
| max in group asynchronous | 3180 | sys_rst_n | location[8] | 3 |
| min in group asynchronous | 430 | sys_rst_n | single_instruction_inst.time_finshed | 1 |
## synthesized netlist by cell type, drive strengths merged (3+ instances only)
cell type	instances	area share
nor2	43	0.022
o31ai	12	0.012
nand3b	3	0.0030
inv	61	0.031
nand2b	7	0.0059
a21oi	23	0.016
or3	5	0.0042
nor3	11	0.0074
nand3	23	0.015
o41ai	4	0.0072
and3	10	0.0084
xnor2	17	0.020
a21o	3	0.0030
xor2	11	0.013
buf	15	0.012
o211ai	14	0.014
nand4	12	0.010
a221o	4	0.0054
nor4	12	0.011
edfxtp	21	0.084
fa	3	0.0080
o21ai	61	0.041
a22oi	22	0.022
a31oi	16	0.013
mux2	24	0.036
or4	7	0.0080
a22o	34	0.040
nor4b	4	0.0047
o21bai	3	0.0030
nor2b	7	0.0059
dfrtp	113	0.38
clkbuf	25	0.013
and2	9	0.0075
nand2	48	0.024
ha	27	0.045
## layer usage
metal | part of all wire | vias to the layer above
met1 | 0.48 | 2784
met4 | 0.013 | 0
li1 | - | 2912
met3 | 0.057 | 16
met2 | 0.45 | 180
met5 | 0 | -
## cell usage in the layout (no fill, tap or decap), drive strengths merged, types with 23 or more instances in the layout
master         synthesis  layout
a21oi                 23      23
a22o                  34      34
clkbuf                25      24
clkdlybuf4s50          0      83
dfrtp                113     113
ha                    27      27
inv                   61      61
mux2                  24      24
nand2                 48      48
nand3                 23      23
nor2                  43      43
o21ai                 61      61
Power and IR drop assume default switching activity.
