===== flow/design.v =====
module  UART_RX 
#( 
    parameter   UART_BPS    =   'd115200,          
    parameter   CLK_FREQ    =   'd50_000_000     
) 
( 
    input   wire            sys_clk     ,    
    input   wire            sys_rst_n   ,    
    input   wire            rx          ,    
    output  reg     [7:0]   po_data     ,    
    output  reg             po_flag          
); 
localparam  BAUD_CNT_MAX    =   CLK_FREQ/UART_BPS   ; 
reg         rx_reg1     ; 
reg         rx_reg2     ; 
reg         rx_reg3     ; 
reg         start_nedge ; 
reg         work_en     ; 
reg [12:0]  baud_cnt    ; 
reg         bit_flag    ; 
reg [3:0]   bit_cnt     ; 
reg [7:0]   rx_data     ; 
reg         rx_flag     ; 
always@(posedge sys_clk or negedge sys_rst_n) 
    if(sys_rst_n == 1'b0) 
        rx_reg1 <= 1'b1; 
    else 
        rx_reg1 <= rx; 
always@(posedge sys_clk or negedge sys_rst_n) 
    if(sys_rst_n == 1'b0) 
        rx_reg2 <= 1'b1; 
    else 
        rx_reg2 <= rx_reg1; 
always@(posedge sys_clk or negedge sys_rst_n) 
    if(sys_rst_n == 1'b0) 
        rx_reg3 <= 1'b1; 
    else 
        rx_reg3 <= rx_reg2; 
always@(posedge sys_clk or negedge sys_rst_n) 
    if(sys_rst_n == 1'b0) 
        start_nedge <= 1'b0; 
    else    if((~rx_reg2) && (rx_reg3)) 
        start_nedge <= 1'b1; 
    else 
        start_nedge <= 1'b0; 
always@(posedge sys_clk or negedge sys_rst_n) 
    if(sys_rst_n == 1'b0) 
        work_en <= 1'b0; 
    else    if(start_nedge == 1'b1) 
        work_en <= 1'b1; 
    else    if((bit_cnt == 4'd8) && (bit_flag == 1'b1)) 
        work_en <= 1'b0; 
always@(posedge sys_clk or negedge sys_rst_n) 
    if(sys_rst_n == 1'b0) 
        baud_cnt <= 13'b0; 
    else    if((baud_cnt == BAUD_CNT_MAX - 1) || (work_en == 1'b0)) 
        baud_cnt <= 13'b0; 
    else    if(work_en == 1'b1) 
        baud_cnt <= baud_cnt + 1'b1; 
always@(posedge sys_clk or negedge sys_rst_n) 
    if(sys_rst_n == 1'b0) 
        bit_flag <= 1'b0; 
    else    if(baud_cnt == BAUD_CNT_MAX/2 - 1) 
        bit_flag <= 1'b1; 
    else 
        bit_flag <= 1'b0; 
always@(posedge sys_clk or negedge sys_rst_n) 
     if(sys_rst_n == 1'b0) 
         bit_cnt <= 4'b0; 
     else    if((bit_cnt == 4'd8) && (bit_flag == 1'b1)) 
         bit_cnt <= 4'b0; 
      else    if(bit_flag ==1'b1) 
          bit_cnt <= bit_cnt + 1'b1; 
  always@(posedge sys_clk or negedge sys_rst_n) 
      if(sys_rst_n == 1'b0) 
          rx_data <= 8'b0; 
      else    if((bit_cnt >= 4'd1)&&(bit_cnt <= 4'd8)&&(bit_flag == 1'b1)) 
          rx_data <= {rx_reg3, rx_data[7:1]}; 
  always@(posedge sys_clk or negedge sys_rst_n) 
      if(sys_rst_n == 1'b0) 
          rx_flag <= 1'b0; 
      else if((bit_cnt == 4'd8) && (bit_flag == 1'b1))                                    
          rx_flag <= 1'b1; 
      else 
          rx_flag <= 1'b0; 
  always@(posedge sys_clk or negedge sys_rst_n) 
      if(sys_rst_n == 1'b0) 
          po_data <= 8'b0; 
      else    if(rx_flag == 1'b1) 
          po_data <= rx_data; 
  always@(posedge sys_clk or negedge sys_rst_n) 
      if(sys_rst_n == 1'b0) 
          po_flag <= 1'b0; 
      else 
          po_flag <= rx_flag; 
  endmodule
`timescale 1ns / 1ps
module uart_packet(
	input 				sys_clk,
	input 				sys_rst_n,
	input 		wire		uart_rx,
	output  reg [3:0] led,
	output  reg [4:0] location,
	output  reg [3:0] Shape,
	output  reg [3:0] color,
	output  reg [3:0] angle,
	output  reg       valid
);
	reg  [1:0]   		Rx_Done_r;
	wire [7:0] data_packet;
	wire           Rx_Done;
	reg  [2:0] state;
	wire	posedge_Done;
always@(posedge sys_clk or negedge sys_rst_n)begin
	if(!sys_rst_n)
		Rx_Done_r<=0;
	else begin
		Rx_Done_r[0]<=Rx_Done;
		Rx_Done_r[1]<=Rx_Done_r[0];
		  end
end
assign posedge_Done=(Rx_Done_r==2'b01)?1:0;	
always@(posedge sys_clk or negedge sys_rst_n)begin
	if(!sys_rst_n)begin
		state<=0;
		location<=0;
		Shape<=0;
		color<=0;
		angle<=0;
		valid<=0;
	end
	else begin
	case(state)
		0 : begin		
					valid<=0;
					if(posedge_Done&&data_packet==8'hFF)begin 
							state<=1;
					end
					 else begin
							state<=0;
							end
					 end
		1: begin
					if(posedge_Done)begin 
							location<=data_packet[4:0];
							state<=2;
					end
					 else begin
							state<=1;								
							end
					end
		2: begin
					if(posedge_Done)begin 
							Shape<=data_packet[3:0];
							state<=3;
					end
					 else begin
							state<=2;								
							end
					end
		3: begin
					if(posedge_Done)begin 
							color<=data_packet[3:0];
							state<=4;
					end
					 else begin
							state<=3;								
							end
					end
		4: begin
					 if(posedge_Done)begin 
							angle<=data_packet[3:0];
							valid<=1;
							state<=5;
					end
					 else begin
							state<=4;								
							end
					end
		5: begin
		         if(posedge_Done)begin 
						if(data_packet==8'hFF)begin
							valid<=1;
							state<=0;
							end
						else begin
							state<=0;									
							end
					end
					 else begin
							state<=5;								
							end
					 end
		default : state<=0;
		endcase
		end
	end
	always@(posedge sys_clk or negedge sys_rst_n)begin
		if(!sys_rst_n)
			led<=4'b1111;
		else begin
				if(location==1)begin
					led[0]=0;
				end
				if(Shape==1)begin
					led[1]=0;
				end
				if(color==1)begin
					led[2]=0;
				end
				if(angle==1)begin
					led[3]=0;
				end			
	end
end		
 UART_RX u_UART_RX(
  				.sys_clk(sys_clk),
  				.sys_rst_n(sys_rst_n),
  				.rx(uart_rx),
 	.po_data(data_packet),
  		.po_flag(Rx_Done)  
);
endmodule

===== flow/run.sh =====
#!/bin/bash
# OpenROAD 26Q1-2900-gdf79404cd8, Yosys 0.63+post, stock flow scripts
make -C /OpenROAD-flow-scripts/flow DESIGN_CONFIG=/design/flow/config.mk WORK_HOME=/design/flow/orfs finish

===== flow/config.mk =====
export PLATFORM = sky130hd
export DESIGN_NAME = uart_packet
export DESIGN_NICKNAME = uart_packet
export VERILOG_FILES = /design/flow/design.v
export SDC_FILE = /design/flow/constraint.sdc
export NUM_CORES = 4
export LEC_CHECK = 1
export CORE_UTILIZATION = 40

===== flow/constraint.sdc =====
current_design uart_packet

set clk_period 2.1
set clk_io_pct 0.2

create_clock -name clk0 -period $clk_period [get_ports {sys_clk}]

set non_clock_inputs [all_inputs -no_clocks]
set_input_delay [expr $clk_period * $clk_io_pct] -clock clk0 $non_clock_inputs
set_output_delay [expr $clk_period * $clk_io_pct] -clock clk0 [all_outputs]

==> flow_summary.json <==
{
  "outcome": "completed",
  "hold_viol": 0,
  "yosysTopAreaCell": "dfrtp_1",
  "ys_chip_area_mm2": 0.002957,
  "ant_nets": 0,
  "fp_util": 0.4235,
  "dp_hpwl_um": 3246,
  "syn_avg_cell_area_um2": 13.02,
  "post_cts_buffers": 0,
  "hold_path_class": "reg -> reg",
  "fin_util": 0.5068,
  "fin_setup_tns_ps": 0,
  "maxCapViolCount": 0,
  "clock-sinks": 71,
  "ys_sh_aoi": 0.08887,
  "worstPathMaxFanout": 8,
  "drcViolationCount": 0,
  "r2r_slack_ps": 260,
  "antenna_found_initial": 0,
  "hold_path_startpoint": "u_UART_RX.po_flag",
  "yosysWarnings": 2,
  "cts.clk_slew.worst_paths_ps": 80,
  "nFillCells": 618,
  "cts_buffer_depth": 2,
  "startpoint_type": "flop",
  "antennaDiodeCount": 0,
  "regToRegEndpoint": "u_UART_RX.rx_data[2]",
  "crit_path_end_kind": "flop",
  "finalCritPeriodShare": 0.8769,
  "drt-pass1-iter-count": 4,
  "yosys_cells": 227,
  "design_area_mm2": 0.003538,
  "slew_violations": 0,
  "drtIter0Drc": 39,
  "cp.arrival_ps": 2070,
  "vias": 1809,
  "die_y_um": 87.98,
  "maxSlewHeadroom": 0.6863,
  "post_drt_wl_per_cell_um": 13.50,
  "setup-violations-final": 0,
  "grtUsageTotal": 0.1474,
  "tightest_slew_ps": 470.5,
  "synth_top_cell_by_count": "dfrtp_1",
  "cts-resized-gates": 0,
  "rsz0062_at_grt": "no",
  "fmax_mhz": 543.0,
  "clock_skew_ps": 9.433,
  "areaGrowthSynthToFinish_pct": 19.68,
  "gp_congestion": 0.7623,
  "grt_pass1_vias": 1639,
  "die_area_mm2": 0.007740,
  "grt_pass1_wl_um": 8431,
  "hold_depth": 0,
  "topCellsByArea": "dfrtp_1 (53%), mux2_2 (13%), dfstp_2 (7.1%)",
  "numCtsBuffers": 9,
  "portBuffers": 24,
  "ys.flops": 71,
  "placedInstanceArea_mm2": 0.003306,
  "mappedNetlistArea_mm2": 0.002957,
  "hold-worst-slack_ps": 350.7,
  "edf_count": 0,
  "logic_area_mm2": 0.001087,
  "fin_crit_ps": 1841,
  "p_leak_uw": 0.001652,
  "die_w_um": 87.98,
  "cts_root_buf": "clkbuf_8",
  "synthTopCellsByCount": "dfrtp_1 (63), mux2_2 (33), nand2_1 (19)",
  "r2r_cells": 5,
  "cts_htree_levels": 3,
  "gr-total-overflow": 0,
  "cts_hold_buf": 1,
  "synth_seq_share": 0.6043,
  "min_to": "Rx_Done_r[0]",
  "via_per_inst": 5.011,
  "synthXorXnorAreaFrac": 0.008887,
  "ys_types": 45,
  "ys.flop_type": "dfrtp_1",
  "p_per_area_mw_per_mm2": 825.0,
  "r2r_start": "u_UART_RX.bit_cnt[0]",
  "ys_sh_adder": 0.02962,
  "flop_area_mm2": 0.001787,
  "ios": 25,
  "crit_type": "reg -> reg",
  "total_power_uw": 2919,
  "cts_tree": "done",
  "logic_family": "multiplexers",
  "yosysTopAreaCellShare": 0.5332,
  "cp.required_ps": 2330,
  "warnings": 30,
  "async_flop_share": 1.000,
  "insertion_delay_ps": 340,
  "simple_gate_share": 0.1147,
  "vdd_drop_max_v": 0.0006667,
  "drive_gt1_frac": 0.2453,
  "drt_wl_total_um": 4874,
  "rows": 30,
  "syn_inst": 227,
  "grt_max_degree": 59,
  "ys_sh_mux": 0.1257,
  "core-area_mm2": 0.006982
}
## cell type report
cell class / instances / share of cell area
clock buffer: 11 / 0.03996
clock inverter: 5 / 0.02298
inverter: 13 / 0.01379
multi-input combinational: 138 / 0.3073
sequential: 71 / 0.5049
tap: 96 / 0.03395
timing repair buffer: 27 / 0.07709
## how the worst max path moves through the flow
stage,startpoint,cells past startpoint,end
after CTS,u_UART_RX.bit_cnt[1],5,u_UART_RX.rx_data[6]
after global routing,u_UART_RX.bit_cnt[0],5,u_UART_RX.rx_data[6]
final,u_UART_RX.bit_cnt[0],5,u_UART_RX.rx_data[2]
## where the power goes
part / total (uW) / internal, uW / switching, uW
sequential: 1520 / 1430 / 89.4
clock: 1200 / 702 / 501
combinational: 194 / 80.6 / 113
## state kept, by name, summed over array words and instances (netlist names), 2 cells and up, named ones only
name,count
angle,4
location,5
led,4
color,4
u_UART_RX.bit_cnt,4
u_UART_RX.po_data,8
Rx_Done_r,2
u_UART_RX.rx_data,8
u_UART_RX.baud_cnt,13
state,2
Shape,4
## metrics by stage
stage                     std cells  setup WS, ps
after floorplan                 227         356.7
after global placement          344         273.6
after detailed placement        344         243.0
after CTS                       361         249.2
after global routing            361         128.9
final                           361         258.5
## cell usage in the layout, fill, tap and decap left out, drive strengths merged, types with 4 or more instances in the layout
cell type / n
inv: 13
or3: 4
dfstp: 8
nand3: 5
dfrtp: 63
clkbuf: 11
nor2: 6
nand4: 6
ha: 7
a21oi: 7
o21ai: 10
clkdlybuf4s50: 23
mux2: 33
nand2: 19
## critical path, stage by stage, from the launching register on
cell       delay [ps]
dfrtp_1           430
inv_1             110
ha_1              140
or4b_1            440
o2111ai_2         220
mux2_2            390
## layer usage
metal / vias to the layer above / global-route usage / wire (um)
met5: - / 0 / 0
met4: 0 / 0.01639 / 70
met3: 7 / 0.04485 / 192
met2: 30 / 0.1889 / 2026
met1: 883 / 0.2641 / 2585
li1: 889 / - / -
## kinds of logic (layout without fill, tap and decap cells)
kind of cell,Yosys count,in the layout
multiplexers,33,33
flip-flops,71,71
XOR/XNOR,3,3
AND/OR/NAND/NOR,60,60
AND-OR/OR-AND,35,35
adder cells (fa/ha/maj),7,7
buffers and inverters,18,56
Power and IR drop assume default switching activity.
