==> design/flow/constraint.sdc <==
current_design warehouse

set clk_period 4.5
set clk_io_pct 0.2

create_clock -name clk0 -period $clk_period [get_ports {sys_clk}]

set non_clock_inputs [all_inputs -no_clocks]
set_input_delay [expr $clk_period * $clk_io_pct] -clock clk0 $non_clock_inputs
set_output_delay [expr $clk_period * $clk_io_pct] -clock clk0 [all_outputs]
==> design/flow/run.sh <==
#!/bin/bash
# OpenROAD 26Q1-2900-gdf79404cd8, Yosys 0.63+post, stock flow scripts
make -C /OpenROAD-flow-scripts/flow DESIGN_CONFIG=/design/flow/config.mk WORK_HOME=/design/flow/orfs finish
==> design/flow/config.mk <==
export PLATFORM = sky130hd
export DESIGN_NAME = warehouse
export DESIGN_NICKNAME = warehouse
export VERILOG_FILES = /design/flow/design.v
export SDC_FILE = /design/flow/constraint.sdc
export NUM_CORES = 4
export LEC_CHECK = 1
export CORE_UTILIZATION = 40
==> design/flow/design.v <==
module warehouse (
    input sys_clk,
    input sys_rst_n,
    input [5:0] warehouse_nob, 
    input wire en_flag,
    input wire uart_rx,
    output reg [8:0] x_warehouse,
    output reg [7:0] y_warehouse,
    output reg [11:0] direction,  
    output reg ready_flag,
    output reg system_start
);
wire write_down;
reg [11:0] ware_house1 [0:2]; 
initial begin  
    ware_house1[0] = 'd255;
    ware_house1[1] = 'd145;
    ware_house1[2] = 'h01;
end
reg [11:0] ware_house2 [0:2];
initial begin  
    ware_house2[0] = 12'd255;
    ware_house2[1] = 12'd105;
    ware_house2[2] = 'h02;
end
reg [11:0] ware_house3 [0:2];
initial begin  
    ware_house3[0] = 12'd253;
    ware_house3[1] = 12'd60;
    ware_house3[2] = 'h03;
end
reg [11:0] ware_house4 [0:2];
initial begin  
    ware_house4[0] = 12'd255;
    ware_house4[1] = 12'd15;
    ware_house4[2] = 'h04;
end
reg [11:0] ware_house5 [0:2];
initial begin  
    ware_house5[0] = 12'd210;
    ware_house5[1] = 12'd150;
    ware_house5[2] = 'h05;
end
reg [11:0] ware_house6 [0:2];
initial begin  
    ware_house6[0] = 12'd210;
    ware_house6[1] = 12'd105;
    ware_house6[2] = 'h06;
end
reg [11:0] ware_house7 [0:2];
initial begin  
    ware_house7[0] = 12'd210;
    ware_house7[1] = 12'd68;
    ware_house7[2] = 'h07;
end
reg [11:0] ware_house8 [0:2];
initial begin  
    ware_house8[0] = 12'd210;
    ware_house8[1] = 12'd15;
    ware_house8[2] = 'h08;
end
reg [11:0] ware_house9 [0:2];
initial begin  
    ware_house9[0] = 12'd165;
    ware_house9[1] = 12'd155;
    ware_house9[2] = 'h09;
end
reg [11:0] ware_house10 [0:2];
initial begin  
    ware_house10[0] = 12'd165;
    ware_house10[1] = 12'd110;
    ware_house10[2] = 'h0A;
end
reg [11:0] ware_house11 [0:2];
initial begin  
    ware_house11[0] = 12'd165;
    ware_house11[1] = 12'd73;
    ware_house11[2] = 'h0B;
end
reg [11:0] ware_house12 [0:2];
initial begin  
    ware_house12[0] = 12'd160;
    ware_house12[1] = 12'd25;
    ware_house12[2] = 'h0C;
end
reg [11:0] ware_house13 [0:2];
initial begin  
    ware_house13[0] = 12'd120;
    ware_house13[1] = 12'd160;
    ware_house13[2] = 'h0D;
end
reg [11:0] ware_house14 [0:2];
initial begin  
    ware_house14[0] = 12'd120;
    ware_house14[1] = 12'd115;
    ware_house14[2] = 'h0E;
end
reg [11:0] ware_house15 [0:2];
initial begin  
    ware_house15[0] = 12'd120;
    ware_house15[1] = 12'd70;
    ware_house15[2] = 'h0F;
end
reg [11:0] ware_house16 [0:2];
initial begin  
    ware_house16[0] = 12'd120;
    ware_house16[1] = 12'd32;
    ware_house16[2] = 'h10;
end
reg [11:0] ware_house17 [0:2];
initial begin  
    ware_house17[0] = 12'd75;
    ware_house17[1] = 12'd160;
    ware_house17[2] = 'h11;
end
reg [11:0] ware_house18 [0:2];
initial begin  
    ware_house18[0] = 12'd75;
    ware_house18[1] = 12'd118;
    ware_house18[2] = 'h12;
end
reg [11:0] ware_house19 [0:2];
initial begin  
    ware_house19[0] = 12'd75;
    ware_house19[1] = 12'd72;
    ware_house19[2] = 'h13;
end
reg [11:0] ware_house20 [0:2];
initial begin  
    ware_house20[0] = 12'd75;
    ware_house20[1] = 12'd30;
    ware_house20[2] = 'h14;
end
reg [11:0] ware_house21 [0:2];
initial begin  
    ware_house21[0] = 12'd32;
    ware_house21[1] = 12'd164;
    ware_house21[2] = 'h15;
end
reg [11:0] ware_house22 [0:2];
initial begin  
    ware_house22[0] = 12'd32;
    ware_house22[1] = 12'd119;
    ware_house22[2] = 'h16;
end
reg [11:0] ware_house23 [0:2];
initial begin  
    ware_house23[0] = 12'd32;
    ware_house23[1] = 12'd74;
    ware_house23[2] = 'h17;
end
reg [11:0] ware_house24 [0:2];
initial begin  
    ware_house24[0] = 12'd28;
    ware_house24[1] = 12'd31;
    ware_house24[2] = 'h18;
end
reg [5:0]warehouse_input;
reg [5:0] state = 'd0;
always @(posedge sys_clk or negedge sys_rst_n) begin
    if (!sys_rst_n) begin
        ready_flag <= 1'b0;
    end else begin
        case(state)
            'd0: begin
                ready_flag <= 1'b0;
                x_warehouse <= 'd0;
                y_warehouse <= 'd0;
                if (en_flag) begin
                    warehouse_input <= warehouse_nob;
                    state <= 'd1;
                end
            end
            'd1: begin
                if(ware_house1[2] == warehouse_input) begin
                    x_warehouse <= ware_house1[0];
                    y_warehouse <= ware_house1[1];
                    state <= 'd25;
                end
                else state <= state + 'd1;
            end
            'd2: begin
                if(ware_house2[2] == warehouse_input) begin
                    x_warehouse <= ware_house2[0];
                    y_warehouse <= ware_house2[1];
                    state <= 'd25;
                end
                else state <= state + 'd1;
            end
            'd3: begin
                if(ware_house3[2] == warehouse_input) begin
                    x_warehouse <= ware_house3[0];
                    y_warehouse <= ware_house3[1];
                    state <= 'd25;
                end
                else state <= state + 'd1;
            end
            'd4: begin
                if(ware_house4[2] == warehouse_input) begin
                    x_warehouse <= ware_house4[0];
                    y_warehouse <= ware_house4[1];
                    state <= 'd25;
                    end
                else state <= state + 'd1;
            end
            'd5: begin
                if(ware_house5[2] == warehouse_input) begin
                    x_warehouse <= ware_house5[0];
                    y_warehouse <= ware_house5[1];
                    state <= 'd25;
                    end
                    else state <= state + 'd1;
            end
            'd6: begin
                if(ware_house6[2] == warehouse_input) begin
                    x_warehouse <= ware_house6[0];
                    y_warehouse <= ware_house6[1];
                    state <= 'd25;
                    end
                else state <= state + 'd1;
            end
            'd7: begin
                if(ware_house7[2] == warehouse_input) begin
                    x_warehouse <= ware_house7[0];
                    y_warehouse <= ware_house7[1];
                    state <= 'd25;
                    end
                    else state <= state + 'd1;
            end
            'd8: begin
                if(ware_house8[2] == warehouse_input) begin
                    x_warehouse <= ware_house8[0];
                    y_warehouse <= ware_house8[1];
                    state <= 'd25;
                end
                else state <= state + 'd1;
            end
            'd9: begin
                if(ware_house9[2] == warehouse_input) begin
                    x_warehouse <= ware_house9[0];
                    y_warehouse <= ware_house9[1];
                    state <= 'd25;
                end
                else state <= state + 'd1;
            end
            'd10: begin
                if(ware_house10[2] == warehouse_input) begin
                    x_warehouse <= ware_house10[0];
                    y_warehouse <= ware_house10[1];
                    state <= 'd25;
                    end
                else state <= state + 'd1;
            end
            'd11: begin
                if(ware_house11[2] == warehouse_input) begin
                    x_warehouse <= ware_house11[0];
                    y_warehouse <= ware_house11[1];
                    state <= 'd25;
                    end
                else state <= state + 'd1;
            end
            'd12: begin
                if(ware_house12[2] == warehouse_input) begin
                    x_warehouse <= ware_house12[0];
                    y_warehouse <= ware_house12[1];
                    state <= 'd25;
                    end
                else state <= state + 'd1;
            end
            'd13: begin
                if(ware_house13[2] == warehouse_input) begin
                    x_warehouse <= ware_house13[0];
                    y_warehouse <= ware_house13[1];
                    state <= 'd25;
                    end
                else state <= state + 'd1;
                    end
            'd14: begin
                if(ware_house14[2] == warehouse_input) begin
                    x_warehouse <= ware_house14[0];
                    y_warehouse <= ware_house14[1];
                    state <= 'd25;
                    end
                else state <= state + 'd1;
            end
            'd15: begin
                if(ware_house15[2] == warehouse_input) begin
                    x_warehouse <= ware_house15[0];
                    y_warehouse <= ware_house15[1];
                    state <= 'd25;
                    end
                else state <= state + 'd1;
            end
            'd16: begin
                if(ware_house16[2] == warehouse_input) begin
                    x_warehouse <= ware_house16[0];
                    y_warehouse <= ware_house16[1];
                    state <= 'd25;
                    end
                    else state <= state + 'd1;
            end
            'd17: begin
                if(ware_house17[2] == warehouse_input) begin
                    x_warehouse <= ware_house17[0];
                    y_warehouse <= ware_house17[1];
                    state <= 'd25;
                    end
                    else state <= state + 'd1;
            end
            'd18: begin
                if(ware_house18[2] == warehouse_input) begin
                    x_warehouse <= ware_house18[0];
                    y_warehouse <= ware_house18[1];
                    state <= 'd25;
                    end
                else state <= state + 'd1;
                    end
            'd19: begin
                if(ware_house19[2] == warehouse_input) begin
                    x_warehouse <= ware_house19[0];
                    y_warehouse <= ware_house19[1];
                    state <= 'd25;
                    end
                else state <= state + 'd1;
                    end
            'd20: begin
                if(ware_house20[2] == warehouse_input) begin
                    x_warehouse <= ware_house20[0];
                    y_warehouse <= ware_house20[1];
                    state <= 'd25;
                    end
                else state <= state + 'd1;
                    end
            'd21: begin
                if(ware_house21[2] == warehouse_input) begin
                    x_warehouse <= ware_house21[0];
                    y_warehouse <= ware_house21[1];
                    state <= 'd25;
                    end
                else state <= state + 'd1;
                    end
                    'd22: begin
                if(ware_house22[2] == warehouse_input) begin
                    x_warehouse <= ware_house22[0];
                    y_warehouse <= ware_house22[1];
                    state <= 'd25;
                    end
                else state <= state + 'd1;
                    end
            'd23: begin
                if(ware_house23[2] == warehouse_input) begin
                    x_warehouse <= ware_house23[0];
                    y_warehouse <= ware_house23[1];
                    state <= 'd25;
                    end
                else state <= state + 'd1;
                    end
            'd24: begin
                if(ware_house24[2] == warehouse_input) begin
                    x_warehouse <= ware_house24[0];
                    y_warehouse <= ware_house24[1];
                    state <= 'd25;
                    end
                else state <= state + 'd1;
                    end
            'd25:begin
                state <= state + 'd1;
            end
            'd26: begin
                state <= state + 'd1;
            end
            'd27: begin
                ready_flag <= 1'b1;
                state <= state + 'd1;
            end
            'd28: begin
                state <= state + 'd1;
            end
            'd29: begin
                ready_flag <= 1'b0;
                state <= state + 'd1;
            end
            'd30: begin
                state <= 'd0;
            end
            default:state <= 'd0;
            endcase 
    end  
end
endmodule
==> results.json <==
{
  "edf_count": 28,
  "r2r_end": "y_warehouse[3]",
  "cp-start-kind": "register",
  "wl_per_cell_um": 20.6,
  "ys_ff": 29,
  "status": "finished, final reports clean",
  "syn_area_per_cell_um2": 7.95,
  "wl_mm": 10.0,
  "dr.first_iter.drc_count": 526,
  "min_from": "ready_flag",
  "clkTransAtPathRegs_ns": 0.07,
  "die.size.y_um": 88.5,
  "ys_area_mm2": 0.00300,
  "postRouteAntennaNets": 0,
  "fillers": 726,
  "syn_area_mm2": 0.00300,
  "diodes": 0,
  "io_pins": 41,
  "muxShareOfSynthArea_pct": 1.00,
  "path_max_fanout": 16,
  "antenna_found_initial": 0,
  "crit_required_ns": 4.48,
  "floorplan.core_util_pct": 41.3,
  "grt_pass1_wl_mm": 15.7,
  "rsz0062_at_grt": "no",
  "fin_util_pct": 45.9,
  "io_buffers": 25,
  "rows": 31,
  "layout-drive-gt1-share_pct": 8.76,
  "cts_buffer_depth": 2,
  "grt.total_usage_pct": 27.7,
  "grt_pass1_vias": 2838,
  "core_mm2": 0.00725,
  "fin_cells": 487,
  "rr_worst_depth": 9,
  "ys_types": 68,
  "clockRootBuffer": "clkbuf_8",
  "timing.max_cap.violations": 0,
  "fin_crit_sh_pct": 79.2,
  "whs_endpoint": "ready_flag",
  "r2r_start": "state[0]",
  "simple_gate_area_share_pct": 35.8,
  "cts_resized": 0,
  "ys_sh_adder_pct": 1.67,
  "synthCells": 377,
  "drc_errors": 0,
  "cts_sinks": 29,
  "place.gp.congestion": 1.02,
  "hold_class": "register to register",
  "tns_ns": 0,
  "post-dp-hpwl_mm": 7.29,
  "power_leakage_nw": 1.22,
  "vias_per_cell": 6.58,
  "finalSetupViolCount": 0,
  "clock_latency_ns": 0.29,
  "finalHoldViolations": 0,
  "post-place-cells": 479,
  "rrSetupSlack_ns": 0.93,
  "fin_skew_ns": 0.00627,
  "crit_arrival_ns": 3.54,
  "max_freq_mhz": 280,
  "worstSetupPathType": "register to register",
  "maxSlewViolCount": 0,
  "worstMarginPinSlew_ns": 0.865,
  "async_flop_share_pct": 3.45,
  "post_cts_buffers": 0,
  "firstDrtPassIters": 6,
  "dieWidth_um": 88.5,
  "synth_warnings": 14,
  "slew-limit-headroom_pct": 42.3,
  "yosys_cells": 377,
  "powerDensity_mw_per_mm2": 671,
  "dpl_worst_slack_ns": 1.01,
  "min_period_ns": 3.57,
  "h-tree-depth": 2,
  "ys_seq_share_pct": 28.9,
  "vias": 3203,
  "final.setup.worst_slack_ns": 0.935,
  "synthTopLogicFamily": "simple AND/OR/NAND/NOR gates",
  "grt_overflow": 0,
  "hold_buffers": 0,
  "numCtsBuffers": 5,
  "aoi_share_pct": 21.5,
  "syn2layout_area_growth_pct": 11.0,
  "grt_max_degree": 27,
  "cts_tree": "built",
  "xor_share_pct": 1.46,
  "cp-end-kind": "register",
  "peakVddDrop_mv": 0.256,
  "hold_depth": 2,
  "warnings": 29,
  "ff_type": "edfxtp_1",
  "die-area_mm2": 0.00784
}
==> synthesized netlist by cell type, types with 5 or more instances <==
master | instances | area (µm²)
nand2_1 | 49 | 184
edfxtp_1 | 28 | 841
nor2_1 | 23 | 86.3
o21ai_0 | 22 | 110
a21oi_1 | 20 | 100
nand3_1 | 20 | 100
buf_4 | 17 | 128
nand4_1 | 17 | 106
nor2b_1 | 15 | 93.8
clkbuf_1 | 13 | 48.8
buf_2 | 12 | 60.1
or3_1 | 10 | 62.6
inv_1 | 8 | 30.0
nor3_1 | 8 | 40.0
and2_1 | 6 | 37.5
a31oi_1 | 5 | 31.3
and3_1 | 5 | 31.3
nand2b_1 | 5 | 31.3
nor3b_1 | 5 | 37.5
o2111ai_1 | 5 | 43.8
==> flip-flops by register name, indices dropped and copies added, names as in the netlist <==
| register | flops |
|---|---|
| ready_flag | 1 |
| state | 6 |
| warehouse_input | 6 |
| x_warehouse | 8 |
| y_warehouse | 8 |
==> critical path, stage by stage (launching register included) <==
cell and delay (ns):
edfxtp_1 0.52, ha_1 0.48, nor2b_1 0.29, buf_4 0.19, and3_1 0.21, a222oi_1 0.37
o2111ai_1 0.17, or4_4 0.55, nor3_2 0.21, buf_4 0.26
==> cell type report <==
type	count	area [µm²]	area share (%)
well taps	99	124	3.72
clock buffers	6	72.6	2.18
repair buffers	35	325	9.78
clock inverters	2	10.0	0.301
multi-input cells	308	1900	57.1
flip-flops and latches	29	866	26.0
inverters	8	30.0	0.903
==> where the power goes <==
part / internal [W] / leakage [nW] / switching, W
logic: 0.000562 / 0.898 / 0.000870
registers: 0.000501 / 0.275 / 0.0000889
clock network: 0.000107 / 0.0450 / 0.000103
total: 0.00117 / 1.22 / 0.00106
==> cell usage in the layout, fill, tap and decap left out, drive strengths merged, types with 5 or more instances in the layout <==
cell type / instances
nor2b: 15
clkbuf: 6
clkdlybuf4s50: 25
and2: 6
o21ai: 22
nor2: 23
a21oi: 20
or3: 10
nand2b: 5
nor3b: 5
nand2: 49
o211ai: 5
nand3: 20
o2111ai: 5
buf: 10
edfxtp: 28
inv: 8
conb: 14
nor3: 8
nand4: 17
a31oi: 5
and3: 5
==> layer usage <==
layer / global-route usage (%) / share of wire, % / up-vias
li1: - / - / 1412
met1: 41.2 / 41 / 1460
met2: 40.4 / 43 / 272
met3: 5.11 / 11 / 59
met4: 12.2 / 5.7 / 0
met5: 0 / 0 / -
==> cell families after synthesis <==
logic type,after synthesis
flip-flops,29
AND/OR/NAND/NOR,189
adder cells (fa/ha/maj),4
AND-OR/OR-AND,93
XOR/XNOR,5
buffers and inverters,53
other,1
multiplexers,3
==> metrics by stage <==
| step | hold WS (ns) | cell area (µm²) | total power [W] |
|---|---|---|---|
| 3_3_place_gp | 0.543 | 3240 | 0.00199 |
| 3_5_place_dp | 0.556 | 3240 | 0.00197 |
| 4_1_cts | 0.571 | 3330 | 0.00218 |
| 5_1_grt | 0.608 | 3330 | 0.00239 |
| 2_1_floorplan | 0.498 | 3040 | 0.00146 |
| 6_report | 0.566 | 3330 | 0.00223 |
==> worst max-delay path by stage <==
stage	slack, ns	end	start
after CTS	1.0	y_warehouse[3]	state[0]
after global routing	0.80	x_warehouse[7]	state[0]
final	0.93	y_warehouse[3]	state[0]
Power and IR drop assume default switching activity.
